==> ./design.v <==
module clkdiv(clock_in,clock_out);
input clock_in;  
output reg clock_out;  
reg[27:0] counter=28'd0;
parameter DIVISOR = 28'd1000000; 
always @(posedge clock_in)
begin
 counter <= counter + 28'd1;
 if(counter>=(DIVISOR-1))
  counter <= 28'd0;
 clock_out <= (counter<DIVISOR/2)?1'b1:1'b0;
end
endmodule
==> ./run.sh <==
#!/bin/bash
# OpenROAD 26Q1-2900-gdf79404cd8, Yosys 0.63+post, stock flow scripts
make -C /OpenROAD-flow-scripts/flow DESIGN_CONFIG=/design/flow/config.mk WORK_HOME=/design/flow/orfs finish
==> ./config.mk <==
export PLATFORM = sky130hd
export DESIGN_NAME = clkdiv
export DESIGN_NICKNAME = clkdiv
export VERILOG_FILES = /design/flow/design.v
export SDC_FILE = /design/flow/constraint.sdc
export NUM_CORES = 4
export LEC_CHECK = 1
export CORE_AREA = 10 10 87 87
export DIE_AREA = 0 0 97 97
==> ./constraint.sdc <==
current_design clkdiv

set clk_period 2.9
set clk_io_pct 0.2

create_clock -name clk0 -period $clk_period [get_ports {clock_in}]

set non_clock_inputs [all_inputs -no_clocks]
set_input_delay [expr $clk_period * $clk_io_pct] -clock clk0 $non_clock_inputs
set_output_delay [expr $clk_period * $clk_io_pct] -clock clk0 [all_outputs]
==> changes_impl.md <==
## Implementation

- Outcome: completed
- 1st-pass router iterations: 4
- DRC: 0
- FILL cells: around 590
- Vias after detailed routing: between 800 and 900
- Die width: 97 microns
- Share of cells above drive strength 1: 0.0735
- Clock skew: approximately 5.3 ps
- Die area: approximately 9400 sq um
- CP arrival: 2280 ps
- CTS Root Cell: clkbuf_8
- Final HPWL from detailed placement: 1370 microns
- Worst reg-to-reg path cell count: 6
- Ys flop type: dfxtp_1
- RSZ-0062 raised after global routing: no
- GRT overflow: 0
- Clk slew on worst S/H paths: 60 ps
- Highest clock rate: 474 MHz
- DR vias/cell: 4.22
- Routed wire per std cell: 9.77 microns
- P_int: 593 uW
- Gate Count Post-Synth: ~130
- Final WL: 2030 microns
- Distinct lib cells: 32
- Pwr per Cell Area: 543 nW/um^2
- Vias in the first global route: 833
- Least-Margin Pin Slew: between 800 and 900 ps
- Setup TNS: 0 ps
- Switching power: approximately 140 uW
- Synth-to-Final Area Change: 17.1%
- Log Warnings: 25
- Synth Cell Area: between 1000 and 1500 sq um
- Max Cap Viol: 0
- Initial antenna violation count: 0
- Ant. Diodes: 0
- WS Path Type: reg -> reg
- Max Root-Sink Buffers: 2
- Worst hold stages: 2
- Syn Area/Cell: 9.23 sq um
- Chip Area, Yosys: around 1200 sq um
- Critical-path maximum fanout: 11
- Final setup violation count: 0
- I/O Pins: 2
- Hold bufs inserted after CTS: 0
- DRT antenna net count: 0
- Resize count post-CTS: 0
- Switching share of power: 0.192
- Sequential area share after synthesis: 0.503
- Placed instance count: around 200
- # rows: 27
- Fin cells: 208
- Critical Path Sink Type: flip-flop
- First-pass GRT wire length: 3710 microns
- Sink Count: 29
- FP Util: 0.204
- Post-synth ARST share: 0
- Sequential power share: 0.554
- Largest net degree at the start of global routing: 12
- Crit path DRT: 3070 ps
- CTS tree: done
- H-tree depth: 2
- Relative slew slack: 0.443
- Die H: a little under 100 microns
- Post CTS Setup Buffer Count: 0
- Comb pwr share: 0.003
- Core area: between 5000 and 6000 sq um
- Leak: between 0.0004 and 0.0005 uW
- Yosys Warn Count: 1
- Clock latency (worst-skew pair): 280 ps
- Endpoints failing hold: 0
- Final Critical Period: 2110 ps
- Maximum VDD drop: 0.319 mV
- Gpl congestion: slightly below 0.9
- Gr usage total: 0.0443
- Post-layout period usage: 0.727
- Slew Limit Fails: 0
- Hold Crit Class: reg -> reg
- Ys cells: 125
- Buffers on Ports: 1
- Synth flops: 29
- Comb area: 569 sq um
- Part of the power in the clock network: 0.443
- Hold WS: 479 ps
- Reg area: around 580 sq um
- Setup crit start kind: flip-flop
- Flip-flops with a built-in enable: 0
- CTS Buf Count: 5
- First-iteration detailed-routing DRC count: 19
[flip-flops by register name, indices dropped and copies added (netlist names)]
name       flops
counter       28
clock_out      1
[Yosys cell counts, types with 2 or more instances]
cell	instances	area [sq um]
dfxtp_1	29	581
nor2_1	18	67.6
nand2_1	8	30.0
xnor2_1	8	70.1
nand3_1	6	30.0
or3_1	6	37.5
nand4_1	5	31.3
xor2_1	5	43.8
a21oi_1	4	20.0
nor4_1	4	25.0
o21ai_0	4	20.0
buf_2	3	15.0
nor3_1	3	15.0
clkbuf_1	2	7.51
inv_1	2	7.51
or4_1	2	15.0
[metrics by stage]
stage | util | instance area [sq um] | worst slack [ps] | total power, uW
after floorplan | - | 1180 | 1090 | 416
after global placement | 0.224 | 1260 | 811 | 417
after detailed placement | 0.224 | 1260 | 760 | 417
after CTS | 0.240 | 1350 | 745 | 738
after global routing | 0.240 | 1350 | 585 | 760
final | 0.240 | 1350 | 791 | 733
[cell type report]
type                            count  area share
Inverter                            2     0.00556
Clock buffer                        7      0.0639
Tap cell                           72      0.0667
Multi-Input combinational cell     96       0.421
Timing Repair Buffer                2      0.0130
Sequential cell                    29       0.430
[logic make-up after synthesis]
group	count (synthesis)	synth area share
AND-OR/OR-AND	16	0.0922
XOR/XNOR	13	0.0987
adder cells (fa/ha/maj)	1	0.0108
buffers and inverters	7	0.0260
flip-flops	29	0.503
other	1	0.00325
AND/OR/NAND/NOR	58	0.266
[worst max-delay path, cell delays in order, from the launching register on]
cell	delay, ps
dfxtp_1	370
ha_1	250
and4_2	260
a211oi_1	70
o2111ai_1	690
buf_4	300
nor2_1	60
[power by group through the flow]
stage	combinational [uW]	clock [uW]	sequential [uW]
4_1_cts	2.33	329	406
5_1_grt	3.09	351	407
6_report	2.22	325	406
[layout by cell type (no fill, tap or decap), types with 2 or more instances in the layout]
cell type,n
xor2_1,5
nor2_1,18
conb_1,8
clkbuf_8,6
or4_1,2
nor3_1,3
o21ai_0,4
xnor2_1,8
nand2_1,8
nor4_1,4
a21oi_1,4
nand3_1,6
or3_1,6
dfxtp_1,29
nand4_1,5
inv_1,2
[final timing paths]
| kind | slack [ps] | startpoint | endpoint |
|---|---|---|---|
| worst max-delay path | 790 | counter[0]$_SDFF_PP0_ | counter[10]$_SDFF_PP0_ |
| worst min-delay path | 480 | counter[18]$_SDFF_PP0_ | counter[18]$_SDFF_PP0_ |
| worst max register to register | 790 | counter[0]$_SDFF_PP0_ | counter[10]$_SDFF_PP0_ |
| worst min register to register | 480 | counter[18]$_SDFF_PP0_ | counter[18]$_SDFF_PP0_ |
[metal layers]
| layer | vias up | global-route usage | share of wire |
|---|---|---|---|
| met2 | 19 | 0.0644 | 0.41 |
| met4 | 0 | 0.0124 | 0.026 |
| met5 | - | 0 | 0 |
| li1 | 454 | - | - |
| met1 | 400 | 0.0603 | 0.51 |
| met3 | 5 | 0.0158 | 0.055 |
Power and IR drop assume default switching activity.
